[run.sh]
#!/bin/bash
# OpenROAD 26Q1-2900-gdf79404cd8, Yosys 0.63+post, stock flow scripts
make -C /OpenROAD-flow-scripts/flow DESIGN_CONFIG=/design/flow/config.mk WORK_HOME=/design/flow/orfs finish
[config.mk]
export PLATFORM = sky130hd
export DESIGN_NAME = ram_blk_dp_bypassed
export DESIGN_NICKNAME = ram_blk_dp_bypassed
export VERILOG_FILES = /design/flow/design.v
export SDC_FILE = /design/flow/constraint.sdc
export NUM_CORES = 4
export LEC_CHECK = 1
export CORE_UTILIZATION = 30
[constraint.sdc]
current_design ram_blk_dp_bypassed

set clk_period 4.2
set clk_io_pct 0.2

create_clock -name clk0 -period $clk_period [get_ports {clk}]

set non_clock_inputs [all_inputs -no_clocks]
set_input_delay [expr $clk_period * $clk_io_pct] -clock clk0 $non_clock_inputs
set_output_delay [expr $clk_period * $clk_io_pct] -clock clk0 [all_outputs]
[design.v]
module ram_blk_dp_bypassed #(parameter DATAWIDTH = 4, ADDRWIDTH = 4)
  (
  input clk,
  input [DATAWIDTH-1:0] wr_data,
  input [ADDRWIDTH-1:0] wr_addr,
  input we,
  output reg [DATAWIDTH-1:0] rd_data,
  input [ADDRWIDTH-1:0] rd_addr
  );
reg [DATAWIDTH-1:0] ram[((1 << ADDRWIDTH) - 1) : 0]  ;
always @(posedge clk)
  begin
    if (we)
      ram[wr_addr] = wr_data;
    rd_data <= ram[rd_addr];
  end
endmodule
==> results.ini <==
[clock_network]
cts.sinks=68
path_clk_slew_ps=70
clock_path_buffers=2
ctsRootBufferMaster=clkbuf_8
cts_tree=done
ctsHoldBuffers=0
cts_setup_buffers=0
cts_resized=0
cts-buffers-inserted=9
h-tree-depth=3
insertion_delay_ps=340

[yosys]
yosysTopAreaCellShare_pct=49.5
yosys_cells=231
netlist_area_um2=2750
synth_flop_count=68
async_flop_share_pct=0
edf_count=0
adder_share_pct=0
flop_cell=dfxtp_1
ys_chip_area_um2=2750
syn_avg_cell_area_um2=11.9
ys_types=32
mux_share_pct=26.3
ys_seq_share_pct=49.5
yosysWarnings=2
synthAoiAreaFrac_pct=11.3
ys_sh_simple_pct=12.0
synth_cells=231
ys_sh_xor_pct=0
yosys.area.top_type=dfxtp_1
logic_family=multiplexers
ys_top_cells_by_area=dfxtp_1, mux2_2, a32oi_1, and2_1, mux2_1

[setup_path]
arrival_ps=3180
critPathTopFamily=AND-OR/OR-AND gates
cp_slowest_stage_delay_ps=520
critPathSlowestCell=clkdlybuf4s50_1
r2r_start=ram[14][0]$_DFF_P_
crit_chain=clkdlybuf4s50_1 -> nand2b_1 -> nor2_1 -> mux2_2 -> a32o_1 -> a221oi_1 -> a31oi_1
worst-path-max-fanout=7
crit_path_start_kind=input pin
regToRegSetupSlack_ps=2740
cp_data_required_time_ps=4400
ff2ff_path_depth=4
worst_setup_path_end_kind=flop
critPathKind=input pin to flop
cp_num_buf_inv=1
rr_endpoint=rd_data[0]$_DFF_P_

[grt]
grt_pass1_wl_mm=10.7
grt_max_degree=17
antenna_found_initial=0
overflow=0
grt_pass1_vias=1871
grt_usage_pct=15.3

[detailed_routing]
drt-wirelength-per-cell_um=18.7
via_count=1907
dr.pass1.iters=45
drt-vias-per-instance=5.21
antenna_cells=0
ant_nets=0
drtIter0Drc=94
post-route-drc-count=6
drt_wl_total_mm=6.85

[final_timing]
tightest_slew_ps=787
layout_min_cycle_time_ps=2980
rsz0062_at_grt=false
finClkSkew_ps=4.60
fmax_mhz=335
relSlewSlack_pct=47.4
min_period_over_period_pct=71.0
setup_viol=0
slew_viol_final=0
hold_violations=0
worst_hold_slack_ps=460
finalSetupTns_ps=0

[worst_hold_path]
min-delay-start=ram[8][0]$_DFF_P_
hold_end=ram[8][0]$_DFF_P_
worstHoldPathType=flop to flop
hold_depth=1

[placement]
dp_hpwl_mm=4.88
place_area_um2=3050
port_buffers=17
gp_congestion=0.904

[finish]
final_area_um2=3220
drive_gt1_share_pct=30.2
area_growth_pct=16.8

[die]
core_area_um2=8810
dieArea_um2=9560
die_x_um=97.8
ios=18
die_h_um=97.8
fp_util_pct=31.3
rows=34

[run_status]
violations=design-rule violations
outcome=finished with violations

[power]
p_leak_uw=0.00121
max-vdd-ir-drop_mv=0.146
p_per_area_nw_per_um2=495

[run]
cap_viol_max_count=0
openroad.warnings=25

## cell usage in the layout, fill, tap and decap left out, drive strengths merged, types with 3 or more instances in the layout
master	netlist	routed
dfxtp	68	68
mux2	64	64
clkdlybuf4s50	0	17
and2	15	15
nor2	14	14
clkbuf	6	13
a32oi	10	10
a22oi	6	6
a32o	6	6
nand2	5	5
nor2b	5	5
a22o	4	4
nand2b	4	4
nand3b	3	3
a221oi	3	3
## synth_stat cells (2+ instances only)
library cell	number
o31a_1	2
or2_2	2
nand3b_1	3
nand2b_1	3
clkbuf_1	6
mux2_1	7
mux2_2	56
a221oi_1	3
dfxtp_1	68
a22o_1	4
nor2_1	14
a22oi_1	6
a31oi_1	2
a32o_1	6
nand4_1	2
and2_1	14
a32oi_1	10
nand2_1	5
nor2b_1	5
## flip-flops by register name (all words and copies together) (netlist names)
name	flops
rd_data	4
ram	64
## metal layers
metal | track usage, % | wire (um)
met2 | 22.5 | 3080
met3 | 3.78 | 526
met4 | 1.17 | 46
met1 | 24.5 | 3190
met5 | 0 | 0
## stage by stage
step	total power [uW]	setup WS (ps)	util, %	instances
global placement	1130	848	34.6	351
global route	1670	1130	36.5	366
CTS	1600	1240	36.5	366
detailed placement	1140	897	34.6	351
floorplan	1040	1760	-	231
finish	1590	1220	36.5	366
## cell families after synthesis
family / count (synthesis)
muxes: 64
and+or+nand+nor: 56
DFF: 68
buffers and inverters: 7
AOI/OAI and AO/OA: 36
## layout make-up
class,instances,area (um2)
Clock buffer,13,159
Fill cell,857,5590
Timing Repair Buffer,19,185
Sequential cell,68,1360
Tap cell,108,135
Multi-Input combinational cell,156,1370
Clock inverter,2,10.0
## worst max path at each step
stage               from                  to  slack (ps)  cells past startpoint
CTS           wr_addr[0]  rd_data[1]$_DFF_P_        1240                      7
global route  wr_addr[0]  rd_data[1]$_DFF_P_        1130                      7
finish        wr_addr[0]  rd_data[1]$_DFF_P_        1220                      7
## power by group
group,internal [uW],switching [uW]
Combinational,158,133
Sequential,803,31.3
Clock,242,224
No activity file was given, so power comes from the tool's default toggle rates.
