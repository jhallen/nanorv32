**./config.mk**
```make
export PLATFORM = sky130hd
export DESIGN_NAME = ram_dist_dp
export DESIGN_NICKNAME = ram_dist_dp
export VERILOG_FILES = /design/flow/design.v
export SDC_FILE = /design/flow/constraint.sdc
export NUM_CORES = 4
export LEC_CHECK = 1
export CORE_UTILIZATION = 50
```
**./constraint.sdc**
```tcl
current_design ram_dist_dp

set clk_period 4.7
set clk_io_pct 0.2

create_clock -name clk0 -period $clk_period [get_ports {clk}]

set non_clock_inputs [all_inputs -no_clocks]
set_input_delay [expr $clk_period * $clk_io_pct] -clock clk0 $non_clock_inputs
set_output_delay [expr $clk_period * $clk_io_pct] -clock clk0 [all_outputs]
```
**./design.v**
```verilog
module ram_dist_dp #(parameter DATAWIDTH = 4, ADDRWIDTH = 4)
  (
  input clk,
  input [DATAWIDTH-1:0] wr_data,
  input [ADDRWIDTH-1:0] wr_addr,
  input we,
  output wire [DATAWIDTH-1:0] rd_data,
  input [ADDRWIDTH-1:0] rd_addr
  );
reg [DATAWIDTH-1:0] ram[((1 << ADDRWIDTH) - 1) : 0]  ;
reg [ADDRWIDTH-1:0] ram_rd_addr;
always @(posedge clk)
  begin
    if (we)
      ram[wr_addr] <= wr_data;
    ram_rd_addr <= rd_addr;
  end
assign rd_data = ram[ram_rd_addr];
endmodule
```
**./run.sh**
```bash
#!/bin/bash
# OpenROAD 26Q1-2900-gdf79404cd8, Yosys 0.63+post, stock flow scripts
make -C /OpenROAD-flow-scripts/flow DESIGN_CONFIG=/design/flow/config.mk WORK_HOME=/design/flow/orfs finish
```
==> impl_metrics.yaml <==
# physical design summary
run_status:
  status: "finished clean"
cts:
  cts.root.buffer_cell: "sky130_fd_sc_hd__clkbuf_8"
  cts_sinks: 68
  hold_bufs_at_cts: 0
  postCtsSetupBuffers: 0
  cts-resized-gates: 0
  cts.clk_slew.worst_paths_ns: 0.07
  h-tree-depth: 3
  cts_tree: "done"
  cts-root-to-sink-buffers: 2
  inserted_clock_buffers: 9
floorplan:
  design.core.area_mm2: 0.00511
  placementRows: 26
  dieHeight_um: 75.0
  design.die.area_mm2: 0.00563
  floorplan.die.width_um: 75.0
  initial_standard_cell_utilization_of_the_core_pct: 52.2
  top_level_ports: 18
final_timing:
  max_slew_headroom_pct: 43.3
  worst_slew_pin_slew_ns: 0.844
  rsz_0062_raised_after_global_routing: "false"
  final_hold_viol_count: 0
  finalMaxSlewViolations: 0
  share_of_the_clock_period_used_by_the_worst_path_pct: 72.7
  timing.final.setup_violations: 0
  layout_min_cycle_time_ns: 3.42
  setup_total_negative_slack_ns: 0
  max_freq_ghz: 0.293
worst_setup_path:
  critical_path_s_top_delay_family: "buffers and inverters"
  worstPathCellList: "buf_4, mux4_1, a22oi_1, nand3_1, clkdlybuf4s50_1"
  worst_setup_path_start_kind: "register"
  critical_path_class: "register to primary output"
  timing.critical_path.buf_inv: 2
  critPathRequiredTime_ns: 3.76
  worst_ep_arrival_time_ns: 2.48
  cpPeakStageDelay_ns: 0.59
  cp_slowest_cell: "sky130_fd_sc_hd__dfxtp_1"
  critical_path_peak_fanout: 9
  worst_setup_path_end_kind: "primary output"
power:
  total_leakage_power_nw: 1.02
  report.power.total_w: 0.00124
  power.density_mw_per_mm2: 401
  irDropWorstVdd_v: 0.000343
place:
  place.port_buffers: 17
  detailedPlacementHpwl_um: 3070
  gp_congestion: 0.755
global_routing:
  groute.usage.overall_pct: 22.0
  number_of_antenna_violations_at_the_first_check_in_global_routing: 0
  grt_start_max_net_pins: 17
  grt_first_pass_wirelength_um: 7460
  globalRouteOverflowTotal: 0
  first_global_vias: 1445
drt:
  dr.first_iter.drc_count: 78
  route.antenna.diode_count: 0
  drt_drc_violations_left: 0
  avgRoutedWirePerCell_um: 20.5
  drt_first_pass_iters: 4
  detail-route-antenna-nets: 0
  viasPerCell: 5.63
  drt-total-wl_um: 4720
  route.vias.total: 1296
synthesis:
  yosys_register_bits: 68
  yosys_warnings: 1
  ys_area_mm2: 0.00267
  synthCells: 130
  synth_area_per_cell_um2: 20.5
  yosys.cell_types.count: 17
  synth.cell_area_mm2: 0.00267
  yosys.stat.seqShare_pct: 75.1
  synth_stat.cells: 130
cells_and_area:
  largest-register: "ram"
  final_cell_mix: "sky130_fd_sc_hd__edfxtp_1 (64), sky130_fd_sc_hd__clkdlybuf4s50_1 (17), sky130_fd_sc_hd__mux4_1 (14)"
  layout_top_cell_excl_fill_tap: "sky130_fd_sc_hd__edfxtp_1"
  largest_register_ffs: 64
  drive_gt1_share_pct: 10.6
  reg.largest.list: "ram (64)"
  synthToLayoutAreaGrowth_pct: 16.1
flow_run:
  warning_count: 25
  max_capacitance_violation_count: 0
hold_path:
  worst_min_path_class: "input port to register"
[worst paths after layout]
path                  startpoint         end  depth (start not counted)
worst max-delay path    register  rd_data[3]                          5
worst min-delay path  rd_addr[3]    register                          1
[layer usage]
layer / up-vias / track usage (%) / share of wire (%)
met5: - / 0 / 0
met4: 0 / 3.14 / 1.4
met3: 9 / 14.2 / 11
met2: 64 / 29.9 / 46
met1: 629 / 35.4 / 42
li1: 594 / - / -
[kinds of logic after synthesis]
logic type      Yosys count  synth area share [%]
mux                      16                  15.5
simple gates             38                  6.80
compound gates            4                  1.13
flops                    68                  75.1
buf+inv                   4                  1.50
[area by class of cell]
cell class | count | area [um^2]
Sequential cell | 68 | 2000
Timing Repair Buffer | 18 | 178
Clock buffer | 9 | 124
Fill cell | 372 | 2010
Tap cell | 70 | 87.6
Clock inverter | 7 | 81.3
Multi-Input combinational cell | 58 | 624
[power breakdown]
group / switching [W] / internal [W]
sequential: 0.00000860 / 0.000676
combinational: 0.0000290 / 0.0000356
clock: 0.000203 / 0.000291
[Yosys cell counts]
cell,number,area [um^2]
sky130_fd_sc_hd__nor2_1,13,48.8
sky130_fd_sc_hd__nand2b_1,2,12.5
sky130_fd_sc_hd__edfxtp_1,64,1920
sky130_fd_sc_hd__buf_12,1,20.0
sky130_fd_sc_hd__nand3_1,9,45.0
sky130_fd_sc_hd__clkbuf_1,1,3.75
sky130_fd_sc_hd__buf_2,1,5.00
sky130_fd_sc_hd__nor2b_1,2,12.5
sky130_fd_sc_hd__mux4_2,2,45.0
sky130_fd_sc_hd__mux4_1,14,368
sky130_fd_sc_hd__nor3_1,4,20.0
sky130_fd_sc_hd__or3b_2,1,8.76
sky130_fd_sc_hd__nand2_1,5,18.8
sky130_fd_sc_hd__a22oi_1,4,30.0
sky130_fd_sc_hd__dfxtp_1,4,80.1
sky130_fd_sc_hd__buf_6,1,11.3
sky130_fd_sc_hd__nand3b_1,2,15.0
[metrics by stage]
| step | cell area, um^2 | util, % | hold WS [ns] | std cells | setup WS, ns |
|---|---|---|---|---|---|
| 3_5_place_dp | 2890 | 56.6 | 1.39 | 214 | 1.62 |
| 6_report | 3100 | 60.6 | 1.05 | 230 | 1.28 |
| 5_1_grt | 3100 | 60.6 | 1.02 | 230 | 1.09 |
| 2_1_floorplan | 2670 | - | 0.968 | 130 | 2.52 |
| 3_3_place_gp | 2890 | 56.6 | 1.39 | 214 | 1.64 |
| 4_1_cts | 3100 | 60.6 | 1.04 | 230 | 1.24 |
Power figures rest on the tool's default switching activity, not on a simulated workload.
